--- ./config.mk ---
export PLATFORM = sky130hd
export DESIGN_NAME = CPU
export DESIGN_NICKNAME = CPU
export VERILOG_FILES = /design/flow/design.v
export SDC_FILE = /design/flow/constraint.sdc
export NUM_CORES = 4
export LEC_CHECK = 1
export CORE_UTILIZATION = 40
--- ./constraint.sdc ---
current_design CPU

set clk_period 9.5
set clk_io_pct 0.2

create_clock -name clk0 -period $clk_period [get_ports {clk}]

set non_clock_inputs [all_inputs -no_clocks]
set_input_delay [expr $clk_period * $clk_io_pct] -clock clk0 $non_clock_inputs
set_output_delay [expr $clk_period * $clk_io_pct] -clock clk0 [all_outputs]
--- ./design.v ---
`timescale 1ns / 1ps
module CPU( 
	input [15:0] data_from_rom,  
	input reset,
	input clk,
	inout [15:0] data_ram,  
	output [5:0] address_to_rom,
	output enable_to_rom, 
	output write_enable_to_ram,  
	output [5:0] address_to_ram,
	output read_enable_to_ram,
	output enable_ram_read  
);
	localparam memInWidth = 16;
	localparam memAddrWidth = 6;
	localparam busSize = 16;
	localparam addressWidth = 4;
	localparam fsWidth = 3;
	localparam resultSourceWidth = 2;
	wire [busSize-1:0] IR;
	wire [addressWidth-1:0] DA;
	wire [addressWidth-1:0] AA;
	wire [addressWidth-1:0] BA;
	wire [memAddrWidth-1:0] PC; 
	wire [fsWidth-1:0] FS;
	wire [memInWidth-1:0] MemIn;
	wire [resultSourceWidth-1:0] resultSource;
	wire [busSize-1:0] D;
	wire [busSize-1:0] A;
	assign read_enable_to_ram = ~MW;
	assign address_to_rom = PC[memAddrWidth-1:0];
	assign write_enable_to_ram = MW;
	cpuController controller(
		.clk(clk),
		.reset(reset),
		.D(D),
		.A(A),
		.IR(data_from_rom),
		.PC(PC),
		.DA(DA),
		.AA(AA),
		.BA(BA),
		.FS(FS),
		.MB(MB),
		.resultSource(resultSource),
		.RW(RW),
		.MW(MW),
		.IL(enable_to_rom),
		.EOE(enable_ram_read)
	);
	cpuDatapath datapath(
		.clk(clk),
		.reset(reset),
		.DA(DA),
		.AA(AA),
		.BA(BA),
		.FS(FS),
		.MB(MB),
		.resultSource(resultSource),
		.RW(RW),
		.MW(MW),
		.MemInOut(data_ram),
		.PC(PC),
		.Dout(D),
		.Aout(A),
		.memAddr(address_to_ram) 
	);
endmodule
`timescale 1ns / 1ps
module cpuControlLogic(
	 input clk,
	 input reset,
    input [opcodeWidth-1:0] opcode,
	 input [rdWidth-1:0] Rd,  
	 output reg [fsWidth-1:0] FS,  
	 output reg [psWidth-1:0] PS,   
	 output reg MB,   
	 output reg [resultSourceWidth-1:0] resultSource,   
	 output reg RW,   
	 output reg MW,   
	 output reg [bcWidth-1:0] BC,   
	 output reg IL,    
	 output reg EOE  
    );
	 localparam opcodeWidth = 4;
	 localparam psWidth = 2;
	 localparam rdWidth = 4;
	 localparam fsWidth = 3;
	 localparam bcWidth = 2;
	 localparam resultSourceWidth = 2;
	 localparam S_FETCH = 0;
	 localparam S_EXECUTE = 1;
	 localparam PC_HOLD = 0;
	 localparam PC_INCREMENT = 1;
	 localparam PC_REL_JUMP = 2;
	 localparam PC_ABS_JUMP = 3;
	 localparam BC_ZERO = 0;
	 localparam BC_NZERO = 1;
	 localparam BC_ALWAYS = 3;
	 localparam SOURCE_F = 0;
	 localparam SOURCE_PC = 1;
	 localparam SOURCE_RAM = 2;
	 localparam SOURCE_IMMEDIATE = 3;
	 localparam ADD = 0;
	 localparam SUB = 1;
	 localparam AND = 2;
	 localparam OR = 3;
	 localparam XOR = 4;
	 localparam NOT = 5;
	 localparam SLA = 6;
	 localparam SRA = 7;
	 localparam LI = 8;
	 localparam LW = 9;
	 localparam SW = 10;
	 localparam BIZ = 11;
	 localparam BNZ = 12;
	 localparam JAL = 13;
	 localparam JMP = 14;
	 localparam JR_EOE = 15;
	reg S;   
	reg NS;  
	always@(posedge clk) begin
		if(reset == 1) begin
			S <= S_FETCH;
			NS <= S_EXECUTE;
			RW <= 0;
			MW <= 0;
			PS <= 0;
			IL <= 0;
			FS <= 0;
			resultSource <= 0;
			BC <= BC_ALWAYS;
			MB <= 0;
		end else begin
			PS <= {1'b0,S}; 
			FS <= 0; 
			MB <= 0; 
			resultSource <= SOURCE_F; 
			RW <= S; 
			MW <= 0;
			BC <= BC_ALWAYS;
			EOE <= 0;
			S <= NS;
			NS <= S;
			IL <= ~S;
			if(opcode <= SRA) begin
				FS <= opcode[fsWidth-1:0];
			end	
			else if(opcode == LI) begin
				MB <= 1; 
				resultSource <= SOURCE_IMMEDIATE; 
			end else if(opcode == LW) begin
				resultSource <= SOURCE_RAM;
			end else if(opcode == SW) begin
				RW <= 0;
				if(S == S_EXECUTE) begin
					MW <= 1;
				end
			end
			else if(opcode == BIZ) begin
				if(S == S_EXECUTE) begin
					PS <= PC_REL_JUMP;
					BC <= BC_ZERO;
				end else begin
					PS <= PC_HOLD;
				end
				RW <= 0;
			end else if(opcode == BNZ) begin
				if(S == S_EXECUTE) begin
					PS <= PC_REL_JUMP;
					BC <= BC_NZERO;
				end else begin
					PS <= PC_HOLD;
				end
				RW <= 0;
			end 
			else if(opcode == JAL) begin
				if(S == S_EXECUTE) begin
					PS <= PC_REL_JUMP;
				end else begin
					PS <= PC_HOLD;
				end
				resultSource <= SOURCE_PC;
			end else if(opcode == JMP) begin
				if(S == S_EXECUTE) begin
					PS <= PC_REL_JUMP;
				end else begin
					PS <= PC_HOLD;
				end
				RW <= 0;
			end else begin  
				if(Rd == 0) begin
					if(S == S_EXECUTE) begin
						PS <= PC_ABS_JUMP;
					end else begin
						PS <= PC_HOLD;
					end
				end else if(Rd == 4'hF) begin
					PS <= PC_HOLD;
					EOE <= 1;
					RW <= 0;
				end 
			end
		end
	end
endmodule
`timescale 1ns / 1ps
module cpuController(
    input clk,
	 input reset,
	 input [busSize-1:0] D,
	 input [busSize-1:0] A,
	 input [busSize-1:0] IR,
	 output [memAddrWidth-1:0] PC,
	 output [addressWidth-1:0] DA,
	 output [addressWidth-1:0] AA,
	 output [addressWidth-1:0] BA,
	 output [fsWidth-1:0] FS,
	 output MB,
	 output [resultSourceWidth-1:0] resultSource,
	 output RW,
	 output MW,
	 output IL,
	 output EOE
    );
	localparam memAddrWidth = 6;
	localparam busSize = 16;
	localparam addressWidth = 4;
	localparam opcodeWidth = 4;
	localparam fsWidth = 3;
	localparam psWidth = 2;
	localparam bcWidth = 2;
	localparam resultSourceWidth = 2;
	reg controlState;
	wire [opcodeWidth-1:0] opcode;
	wire [psWidth-1:0] PS;
	wire [bcWidth-1:0] BC;
	instructionRegister instruction(
		.clk(clk),
		.reset(reset),
		.IL(IL),
		.IR(IR),
		.opcode(opcode),
		.DA(DA),
		.AA(AA),
		.BA(BA)
	 );
	 cpuControlLogic control(
		 .clk(clk),
		 .reset(reset),
		 .opcode(opcode),
		 .Rd(DA),
		 .FS(FS),
		 .PS(PS),
		 .MB(MB),
		 .resultSource(resultSource),
		 .RW(RW),
		 .MW(MW),
		 .BC(BC),
		 .IL(IL),
		 .EOE(EOE)
    );
	programCounter progCount(
	 .clk(clk),
    .reset(reset),
	 .BC(BC), 	
    .PS(PS), 
	 .D(D), 
	 .A(A),
	 .AA(AA), 
	 .BA(BA), 
    .instructionAddress(PC)
    );
endmodule
`timescale 1ns / 1ps
module cpuDatapath(
    input clk,
	 input reset,
	 input [addressWidth-1:0] DA,
	 input [addressWidth-1:0] AA,
	 input [addressWidth-1:0] BA,
	 input [fsWidth-1:0] FS,
	 input MB,
	 input [resultSourceWidth-1:0] resultSource,
	 input RW,
	 input MW,
	 inout [memInWidth-1:0] MemInOut,
	 input [memAddressWidth-1:0] PC,
	 output [busSize-1:0] Dout,  
	 output [busSize-1:0] Aout,  
	 output [memAddressWidth-1:0] memAddr 
    );
	localparam busSize = 16;
	localparam addressWidth = 4;
	localparam opcodeWidth = 4;
	localparam memInWidth = 16;
	localparam fsWidth = 3;
	localparam resultSourceWidth = 2;
	localparam memAddressWidth = 6;
	localparam SOURCE_F = 0;
	localparam SOURCE_PC = 1;
	localparam SOURCE_RAM = 2;
	localparam SOURCE_IMMEDIATE = 3;
	 wire [busSize-1:0] Bout;
	 wire [busSize-1:0] inT = MB? BA : Bout;
	 wire [busSize-1:0] F;
	 reg [busSize-1:0] result;
	 assign memAddr = Aout[memAddressWidth-1:0];
	 assign MemInOut = MW? Bout : {(memInWidth){1'bZ}} ;
	 always @(negedge clk) begin
		case(resultSource)
			SOURCE_F: result <= F;
			SOURCE_PC: result <= (PC + 1); 
			SOURCE_RAM: result <= MemInOut;
			default: result <= { {busSize/2{AA[addressWidth-1]}}, AA, BA};
		endcase
	 end 
	 registerFile regFile(
		 .clk(clk),
		 .reset(reset),
		 .DA(DA),
		 .result(result), 
		 .AA(AA),
		 .BA(BA),
		 .RW(RW),
		 .Aout(Aout),
		 .Bout(Bout),
		 .Dout(Dout)
	 );
	 functionalUnit fUnit(
		 .inS(Aout), 
		 .inT(inT), 
		 .FS(FS),
		 .F(F)
	 );
endmodule
`timescale 1ns / 1ps
module functionalUnit(
	 input signed [inputWidth-1:0] inS,  
	 input signed [inputWidth-1:0] inT,  
	 input [fselectWidth-1:0] FS, 		 
	 output [outputWidth-1:0] F   		 
	);
	localparam inputWidth = 16;
	localparam outputWidth = 16;
	localparam fselectWidth = 3;
	localparam ADD = 3'b000;
	localparam SUB = 3'b001;
	localparam AND = 3'b010;
	localparam OR = 3'b011;
	localparam XOR = 3'b100;
	localparam NOT = 3'b101;
	localparam SLA = 3'b110;
	localparam SRA = 3'b111;
	reg [outputWidth:0] tempResult ;
	always@(inS, inT, FS) begin
		case(FS)
			ADD:  
				 tempResult <= inS + inT;
			SUB:
				 tempResult <= inS - inT;
			AND:
				 tempResult <= inS & inT;
			OR:
				 tempResult <= inS | inT;
			XOR:
				 tempResult <= inS ^ inT;
			NOT:
				 tempResult <=  ~inS;
			SLA:
				 tempResult <= inS <<< 1;
			SRA:
				 tempResult <= inS >>> 1;
			default:
				 tempResult <= {(outputWidth+1){1'b0}};
		endcase
	end
	assign F = tempResult[outputWidth-1:0];
endmodule
`timescale 1ns / 1ps
module instructionRegister(
    input clk,
    input reset,
    input IL,  
	 input [instructionWidth-1:0] IR,  
    output reg [opcodeBegin:opcodeEnd] opcode,
	 output reg [dBegin:dEnd] DA,
	 output reg [aBegin:aEnd] AA,
	 output reg [bBegin:bEnd] BA
    );
	localparam instructionWidth = 16;
	localparam opcodeBegin = 15;
	localparam opcodeEnd = 12;
	localparam dBegin = 11;
	localparam dEnd = 8;
	localparam aBegin = 7;
	localparam aEnd = 4;
	localparam bBegin = 3;
	localparam bEnd = 0;
	reg [instructionWidth-1:0] currentInstruction;
	always @(negedge clk) begin
		if(reset == 1) begin
			opcode <= 0;
			DA <= 0;
			AA <= 0;
			BA <= 0;
		end 
		else if(IL == 1) begin
			opcode <= IR[opcodeBegin:opcodeEnd];
			DA <= IR[dBegin:dEnd];
			AA <= IR[aBegin:aEnd];
			BA <= IR[bBegin:bEnd];
		end else begin
			opcode <= opcode;
			DA <= DA;
			AA <= AA;
			BA <= BA;
		end
	end
endmodule
`timescale 1ns / 1ps
module programCounter(
	 input clk,
    input reset,
	 input [bcWidth-1:0] BC, 	 
    input [psWidth-1:0] PS,  
	 input [dWidth-1:0] D,  
	 input [aWidth-1:0] A,  
	 input [aaWidth-1:0] AA,  
	 input [baWidth-1:0] BA,  
    output reg [memInWidth-1:0] instructionAddress
    );
	localparam psWidth = 2;
	localparam offsetWidth = 8;
	localparam jumpAddressWidth = 4;
	localparam memInWidth = 6;
	localparam dWidth = 16;
	localparam aaWidth = 4;
	localparam baWidth = 4;
	localparam aWidth = 16;
	localparam bcWidth = 2;
	localparam PC_HOLD = 0;
	localparam PC_INCREMENT = 1;
	localparam PC_REL_JUMP = 2;
	localparam PC_ABS_JUMP = 3;
	localparam BC_ZERO = 0;
	localparam BC_NZERO = 1;
	localparam BC_ALWAYS = 3;
	wire signed [offsetWidth-1:0] offset = {AA, BA};
	always@(posedge clk) begin
		if(reset == 1) begin
			instructionAddress <= 0;  
		end 
		else begin
			instructionAddress <= instructionAddress + 1;
			if (BC == BC_ALWAYS || BC == (|D)) begin
				case(PS)
					PC_REL_JUMP:
						instructionAddress <= instructionAddress + offset + 1;
					PC_ABS_JUMP:
						instructionAddress <= A[memInWidth-1:0];
					PC_HOLD:
						instructionAddress <= instructionAddress;
				endcase	
			end
		end
	end
endmodule
`timescale 1ns / 1ps
module registerFile(
	 input clk,
	 input reset,
    input [addressWidth-1:0] DA,  
	 input [registerDataWidth-1:0] result,  
    input [addressWidth-1:0] AA,  
    input [addressWidth-1:0] BA,  
	 input RW,  
    output reg [registerDataWidth-1:0] Aout,
    output reg [registerDataWidth-1:0] Bout,
	 output reg [registerDataWidth-1:0] Dout
    );
	localparam addressWidth = 4;
	localparam numRegisters = 2**addressWidth;
	localparam registerDataWidth = 16;
	localparam READ = 1'b0;
	localparam WRITE = 1'b1;
	reg [numRegisters-1:0] userRegisters[registerDataWidth-1:0];
	integer i;  
	always@(posedge clk) begin
		if(reset == 1) begin
			for(i=0; i<numRegisters; i=i+1) begin
				userRegisters[i] <= i;  
			end
		end
		if(RW == READ) begin
			Aout <= userRegisters[AA];
			Bout <= userRegisters[BA];
			Dout <= userRegisters[DA];
		end else if(reset == 0) begin
			userRegisters[DA] <= result;
		end
	end
endmodule
--- ./run.sh ---
#!/bin/bash
# OpenROAD 26Q1-2900-gdf79404cd8, Yosys 0.63+post, stock flow scripts
make -C /OpenROAD-flow-scripts/flow DESIGN_CONFIG=/design/flow/config.mk WORK_HOME=/design/flow/orfs finish
==> design notes <==
The fraction of synthesis flops using an asynchronous set or reset pin was 0%. Largest area contributor in the netlist: sky130_fd_sc_hd__edfxtp_1. The most frequent cell after synthesis is sky130_fd_sc_hd__edfxtp_1. Summing the sequential cell areas from Yosys gives 47.0% of the chip area. The post-synthesis cell count is 1581.

For this design, Yosys synthesis ends with a cell count of 1581. Row generation in the floorplan step produced 85 rows. The area of the synthesized netlist per yosys stat came out at 21800 sq um.

In this run the clock root is driven by a sky130_fd_sc_hd__clkbuf_16. After its last routability iteration, the placer logged a weighted congestion of 0.938. Per the repair_timing log after CTS, setup buffers inserted total 0.

The run gives 42.0% for the share of Yosys cell area claimed by the top area cell type. The commonest cells after synthesis are 305 x sky130_fd_sc_hd__edfxtp_1, 244 x sky130_fd_sc_hd__mux4_2, 226 x sky130_fd_sc_hd__and2_1. Input and output buffers added on the ports amount to 33. The run stopped with a tool error. Per the synth log, the flip-flop and latch total comes to 359. The synthesis log from Yosys contains 10 warnings.

The horizontal die dimension reported for this design is 235 microns. After synthesis, the mean cell area works out to 13.8 sq um. The clock passes through at most 3 buffers.

Main flop type: sky130_fd_sc_hd__edfxtp_1. The tree built by TritonCTS fans out to 359 sinks. The number of clock buffers added by TritonCTS is 41. The first error in the log reads "[error] [KeplerFormal.cpp:679] Workflow failed: Iso has multiple drivers: .data_ram0, data_ram[0]$_DFFE_PN_.Q0".

The post-synth count of flops with an enable pin is 305. Ranked by total cell area, the synthesized netlist is headed by sky130_fd_sc_hd__edfxtp_1 42%, sky130_fd_sc_hd__mux4_2 25%, sky130_fd_sc_hd__and2_1 6.5%, sky130_fd_sc_hd__dfxtp_1 5.0%, sky130_fd_sc_hd__ha_1 3.0%. After synthesis the cells add up to 21800 sq um. After synthesis, the netlist uses 72 different library cells. The height of the die was 235 microns. The last stage reached is clock tree synthesis. 50 I/O pins were placed. For this configuration, the core starts out at a cell density of 40.5%. In this run, post-CTS hold repair placed 0 buffers. Gates resized during post-CTS repair numbered 0. The H-tree was split into 2 levels. For this run the detailed placement stage logged an HPWL of 42900 microns.
kinds of logic after synthesis:
kind of cell	after synthesis	synth area share, %
compound gates	199	5.92
xor+xnor	31	1.28
fa+ha+maj	55	3.23
buf+inv	195	3.69
flops	359	47.0
mux	274	26.6
simple gates	468	12.3
per-stage QoR:
step	cell area, sq um	instances	util, %	TNS, ns	setup WS (ns)
after global placement	23100	2243	42.9	-0.465	-0.182
after floorplan	21800	1581	-	0	0.00100
after detailed placement	23100	2243	42.9	-0.458	-0.152
